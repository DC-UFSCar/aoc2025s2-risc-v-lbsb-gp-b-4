--- flow/run.sh ---
#!/bin/bash
# OpenROAD 26Q1-2900-gdf79404cd8, Yosys 0.63+post, stock flow scripts
make -C /OpenROAD-flow-scripts/flow DESIGN_CONFIG=/design/flow/config.mk WORK_HOME=/design/flow/orfs finish
--- flow/config.mk ---
export PLATFORM = sky130hd
export DESIGN_NAME = mem
export DESIGN_NICKNAME = mem
export VERILOG_FILES = /design/flow/design.v
export SDC_FILE = /design/flow/constraint.sdc
export NUM_CORES = 4
export LEC_CHECK = 1
export CORE_UTILIZATION = 40
export SYNTH_HDL_FRONTEND = slang
export SYNTH_MEMORY_MAX_BITS = 65536
--- flow/constraint.sdc ---
current_design mem

set clk_period 62.1
set clk_io_pct 0.2

create_clock -name clk0 -period $clk_period [get_ports {clk}]

set non_clock_inputs [all_inputs -no_clocks]
set_input_delay [expr $clk_period * $clk_io_pct] -clock clk0 $non_clock_inputs
set_output_delay [expr $clk_period * $clk_io_pct] -clock clk0 [all_outputs]
--- flow/design.v ---
module mem (
  input  logic        clk, we,
  input  logic [31:0] a, wd,
  output logic [31:0] rd,
  input  logic  [3:0] wm);
  logic  [31:0] RAM [0:255];
  initial
    $readmemh("riscv.hex", RAM);
  wire [29:0] word_addr = a[31:2];
  assign rd = RAM[a[31:2]];
  always_ff @(posedge clk) begin
    if (we) begin
      if (wm[0]) RAM[a[31:2]][ 7:0 ]  <= wd[ 7:0 ];
      if (wm[1]) RAM[a[31:2]][15:8 ]  <= wd[15:8 ];
      if (wm[2]) RAM[a[31:2]][23:16]  <= wd[23:16];
      if (wm[3]) RAM[a[31:2]][31:24]  <= wd[31:24];
    end
  end
endmodule
==> results.cfg <==
; physical design summary
[grt]
grt_pass1_wl_um = 1130000
grt_pass1_vias = 161000
overflow = 0
antenna_found_initial = 45
groute.usage.overall = 0.222
grt_max_degree = 98

[place]
place_congestion = 0.865
io_buffer_count = 77
post-dp-hpwl_um = 469000

[critical_path]
crit_path_end_kind = primary output
crit_start = a[3]
crit_required_ns = 49.68
cp_max_fo = 93
crit_end = rd[8]
cp-start-kind = primary input
critPathKind = primary input to primary output
worstPathArrival_ns = 19.64

[cts]
ctsRootBufferMaster = clkbuf_16
cts.clk_slew.worst_paths_ns = 0.06
tritoncts = done
clock_sinks = 8192
post-cts-setup-buffer-count = 0
cts_max_level = 6
postCtsResizedCells = 0
cts_buffers = 801
clockBufferDepth = 4
holdBufCountCts = 0

[synth]
syn_avg_cell_area_um2 = 22.2
ys_seq_share = 0.788
top_area_cell = edfxtp_1
async_reset_ff_frac = 0
yosysWarnings = 0
ff_type = edfxtp_1
synthTopCellsByArea = edfxtp_1 (79%), mux4_2 (15%), a22oi_1 (2.5%), nor2_1 (1.3%), a21oi_1 (0.82%)
yosys_area_um2 = 312000
edf_count = 8192
numSynthFlops = 8192
syn_area_um2 = 312000
syn_inst = 14000
yosys_cells = 14000
synth_top_area_share = 0.788
yosysUniqueCellTypes = 19

[layout]
area_growth_pct = 12.6
mostFrequentLayoutCells = edfxtp_1 (8192), mux4_2 (2048), nor2_1 (1035)
fin_util = 0.452
lay_top_count = edfxtp_1
fillers = 63700
drive_gt1_frac = 0.249
largest_reg_flops = 8192

[min_path]
worstHoldStart = wd[9]
hold_class = primary input to flip-flop

[route]
drtIter0Drc = 9749
post_drt_wl_per_cell_um = 31.0
drc = 0
dr.pass1.iters = 25
vias_per_cell = 5.70
final_antenna_net_count = 0
route.vias.total = 145000
routed_wl_um = 791000

[final_timing]
setup_tns_ns = 0
period_minus_slack_ns = 32.06
tightest_slew_ns = 1.48
fmax_mhz = 31.2
rsz0062_at_grt = no
hold_viol_final = 0
drv_slew = 0
period_used_share = 0.516
relSlewSlack = 0.00366
finalSetupViolCount = 0
fin_hold_ws_ns = 11.67

[power_and_ir_drop]
power_frac_clock = 0.413
swShare = 0.214
ir_drop_v = 0.0000390
leakagePower_nw = 105
power_density_nw_per_um2 = 32.0
p_seq_frac = 0.542
pwr-share-comb = 0.046
internal_power_mw = 8.83
power_switching_mw = 2.41

[run]
cap_violations = 0
tool_warnings = 50

[run_status]
status = finished clean

[floorplan]
fp-utilization = 0.401
chipArea_um2 = 784000
rows = 324
io_pins = 102
die_h_um = 886
core_region_area_um2 = 778000
die_x_um = 886
-- worst max-delay path, cell delays in order --
cell and delay (ns):
buf_16 0.32, buf_4 0.70, buf_4 0.51, buf_4 0.55, buf_12 0.48, buf_4 0.51
mux4_2 0.39, a22oi_1 0.30, a21oi_1 0.14, o41ai_1 1.30, buf_4 0.26, nand4_1 0.62
clkdlybuf4s50_1 0.64
-- cells in the mapped netlist, types with 7 or more instances --
cell type and count:
buf_4 34, and2_1 7, nand3_1 8, nor2_1 1042, clkbuf_1 617, edfxtp_1 8192, mux4_2 2048, nor2b_1 8
a21oi_1 512, a22oi_1 1024, nand2_1 103, nand4_1 32, buf_2 157, buf_6 38, buf_1 85, o41ai_1 128
-- metal layers --
metal | routed length, µm | track usage | vias up
met5 | 1760 | 0.0105 | -
met4 | 33400 | 0.0694 | 62
met3 | 131000 | 0.163 | 1341
met2 | 373000 | 0.324 | 7726
met1 | 252000 | 0.271 | 75400
li1 | - | - | 60900
-- through the flow --
step / power (mW) / instances / worst slack [ns] / area, µm²
3_3_place_gp: 6.72 / 24000 / 29.95 / 327000
4_1_cts: 11.3 / 25500 / 29.93 / 352000
3_5_place_dp: 6.73 / 24000 / 29.97 / 327000
6_report: 11.2 / 25500 / 30.04 / 352000
5_1_grt: 11.6 / 25500 / 29.58 / 352000
2_1_floorplan: 6.47 / 14000 / 35.32 / 312000
-- power groups by stage --
stage	Sequential, mW	Combinational [mW]	Clock, mW
CTS	6.09	0.521	4.72
global route	6.09	0.552	4.92
finish	6.09	0.512	4.64
-- area by class of cell --
cell class,instances,area [µm²],share of cell area
diodes,56,140,0.000398
flip-flops and latches,8192,246000,0.699
clock buffers,1006,21000,0.0597
well taps,10300,12800,0.0365
repair buffers,606,5150,0.0146
clock inverters,462,3990,0.0114
multi-input cells,4924,62600,0.178
-- how the worst min path moves through the flow --
stage / endpoint / slack (ns) / cells after the start
CTS: RAM[22][29]$_DFFE_PP_ / 11.58 / 1
global route: RAM[22][29]$_DFFE_PP_ / 11.63 / 1
finish: RAM[235][9]$_DFFE_PP_ / 11.67 / 1
-- logic make-up (layout without fill, tap and decap cells) --
kind of cell,Yosys count,count (layout),share of synthesized area
muxes,2048,2048,0.148
other,0,56,0
AOI/OAI and AO/OA,1664,1664,0.0364
buffers and inverters,931,2074,0.0131
and+or+nand+nor,1212,1212,0.0151
DFF,8192,8192,0.788
Power is estimated from default activity; no workload was simulated.
